==> /design/flow/constraint.sdc <==
current_design mem

set clk_period 2.8
set clk_io_pct 0.2

create_clock -name clk0 -period $clk_period [get_ports {write}]

set non_clock_inputs [all_inputs -no_clocks]
set_input_delay [expr $clk_period * $clk_io_pct] -clock clk0 $non_clock_inputs
set_output_delay [expr $clk_period * $clk_io_pct] -clock clk0 [all_outputs]
==> /design/flow/run.sh <==
#!/bin/bash
# OpenROAD 26Q1-2900-gdf79404cd8, Yosys 0.63+post, stock flow scripts
make -C /OpenROAD-flow-scripts/flow DESIGN_CONFIG=/design/flow/config.mk WORK_HOME=/design/flow/orfs finish
==> /design/flow/config.mk <==
export PLATFORM = sky130hd
export DESIGN_NAME = mem
export DESIGN_NICKNAME = mem
export VERILOG_FILES = /design/flow/design.v
export SDC_FILE = /design/flow/constraint.sdc
export NUM_CORES = 4
export LEC_CHECK = 1
export CORE_UTILIZATION = 40
==> /design/flow/design.v <==
`timescale 1ns / 1ns
module mem(data,addr,read,write);
  inout [7:0] data;
  input [4:0] addr;
  input       read, write;
  reg [7:0] memory [0:31];
  assign data = (read ? memory[addr] : 8'bz);
  always @(posedge write)
    memory[addr] = data;
endmodule
==> impl_metrics.prom <==
# HELP chip_impl_metric Implementation results
# TYPE chip_impl_metric gauge
chip_impl_metric{name="post-synth-top-area-fraction",unit="%"} 76.4
chip_impl_metric{name="yosysCellCount",unit=""} 570
chip_impl_metric{name="max-clock-path-buffers",unit=""} 3
chip_impl_metric{name="synth_warnings",unit=""} 2
chip_impl_metric{name="post-place-cells",unit=""} 949
chip_impl_info{name="firstError",value="[error] [KeplerFormal.cpp:679] Workflow failed: Iso has multiple drivers: .data0, _543_.Y0"} 1
chip_impl_metric{name="synthCells",unit=""} 570
chip_impl_metric{name="vertical_die_dimension",unit="um"} 161
chip_impl_metric{name="routability_congestion",unit=""} 0.874
chip_impl_metric{name="pin_count",unit=""} 15
chip_impl_metric{name="yosysChipArea",unit="sq um"} 10100
chip_impl_metric{name="cts_hold_repair.buffers",unit=""} 0
chip_impl_info{name="post_synth_most_frequent_cells",value="sky130_fd_sc_hd__edfxtp_1 (256), sky130_fd_sc_hd__mux2i_1 (128), sky130_fd_sc_hd__o22ai_1 (63), sky130_fd_sc_hd__nor2_1 (29), sky130_fd_sc_hd__buf_2 (23)"} 1
chip_impl_metric{name="dpl.hpwl",unit="um"} 13400
chip_impl_metric{name="synthArstFlopShare",unit="%"} 0
chip_impl_metric{name="rows",unit=""} 57
chip_impl_metric{name="die_w",unit="um"} 161
chip_impl_info{name="synth-main-ff-cell",value="sky130_fd_sc_hd__edfxtp_1"} 1
chip_impl_info{name="stop_stage",value="clock tree synthesis"} 1
chip_impl_info{name="status",value="aborted with a tool error"} 1
chip_impl_metric{name="core_util_floorplan",unit="%"} 41.1
chip_impl_metric{name="synth.cell_area",unit="sq um"} 10100
chip_impl_metric{name="placement.io_buffers",unit=""} 5
chip_impl_metric{name="synth_unique_cells",unit=""} 24
chip_impl_metric{name="register_bit_count_reported_by_yosys",unit=""} 256
chip_impl_info{name="most_instantiated_library_cell_after_synthesis",value="sky130_fd_sc_hd__edfxtp_1"} 1
chip_impl_metric{name="htree_num_levels",unit=""} 1
chip_impl_info{name="synth.area.top_cells",value="sky130_fd_sc_hd__edfxtp_1 (76%), sky130_fd_sc_hd__mux2i_1 (13%), sky130_fd_sc_hd__o22ai_1 (3.9%), sky130_fd_sc_hd__buf_2 (1.1%), sky130_fd_sc_hd__nor2_1 (1.1%)"} 1
chip_impl_metric{name="cts.repair.resized",unit=""} 47
chip_impl_metric{name="cts_inserted_buffers",unit=""} 26
chip_impl_info{name="post-synth-top-area-cell",value="sky130_fd_sc_hd__edfxtp_1"} 1
chip_impl_metric{name="cts_setup_buffers",unit=""} 0
chip_impl_metric{name="yosys.stat.seqShare",unit="%"} 76.4
chip_impl_metric{name="cts_num_sinks",unit=""} 256
chip_impl_info{name="clock_tree.root_cell",value="sky130_fd_sc_hd__clkbuf_16"} 1
chip_impl_metric{name="placed_cell_area",unit="sq um"} 11200
chip_impl_metric{name="synth-edff-count",unit=""} 256
chip_impl_metric{name="avgSynthCellArea",unit="sq um"} 17.7
## metrics by stage
| stage | util, % | worst slack, ps | hold WS, ps |
|---|---|---|---|
| 2_1_floorplan | - | 260 | 811 |
| 3_3_place_gp | 45.6 | -403 | 1030 |
| 3_5_place_dp | 45.6 | -438 | 912 |
## cells by family after synthesis
logic type | Yosys count | share of synthesized area (%)
multiplexers | 128 | 12.7
AND-OR/OR-AND | 64 | 4.04
buffers and inverters | 37 | 1.93
AND/OR/NAND/NOR | 85 | 4.90
flip-flops | 256 | 76.4
