<file path="flow/config.mk">
export PLATFORM = sky130hd
export DESIGN_NAME = fsm_bspd
export DESIGN_NICKNAME = fsm_bspd
export VERILOG_FILES = /design/flow/design.v
export SDC_FILE = /design/flow/constraint.sdc
export NUM_CORES = 4
export LEC_CHECK = 1
export CORE_AREA = 10 10 70 70
export DIE_AREA = 0 0 80 80
</file>
<file path="flow/constraint.sdc">
current_design fsm_bspd

set clk_period 1.2
set clk_io_pct 0.2

create_clock -name clk0 -period $clk_period [get_ports {clk}]

set non_clock_inputs [all_inputs -no_clocks]
set_input_delay [expr $clk_period * $clk_io_pct] -clock clk0 $non_clock_inputs
set_output_delay [expr $clk_period * $clk_io_pct] -clock clk0 [all_outputs]
</file>
<file path="flow/design.v">
module fsm_bspd(clk, reset, bit_in, det_out);
input clk, reset, bit_in;
output det_out;
reg det_out;
reg [2:0] C_STATE, N_STATE;
parameter S0 = 2'b00, S1 = 2'b01, S2 = 2'b10, S3 = 2'b11;
always@(posedge clk)    
begin
if (reset) C_STATE <= S0;
else	C_STATE <= N_STATE;
end
always@(C_STATE or bit_in)   
begin
case ( C_STATE )
	S0 : N_STATE = (!bit_in) ? S1 : S0; 
	S1 : N_STATE = (!bit_in) ? S2 : S0;
	S2 : N_STATE = (!bit_in) ? S2 : S3;  
	S3 : N_STATE = (!bit_in) ? S1 : S0;
	default : N_STATE = S0;
endcase
end
always@(C_STATE or bit_in)   
begin
if ( (C_STATE==S3) && (bit_in==1'b0) ) det_out = 1;
else	det_out = 0;
end
endmodule
</file>
<file path="flow/run.sh">
#!/bin/bash
# OpenROAD 26Q1-2900-gdf79404cd8, Yosys 0.63+post, stock flow scripts
make -C /OpenROAD-flow-scripts/flow DESIGN_CONFIG=/design/flow/config.mk WORK_HOME=/design/flow/orfs finish
</file>
==> impl_metrics.ini <==
; generated from flow reports
[global_route]
grt_overflow_total = 0
grt_max_degree = 5
grt_pass1_wl_um = 496
grt.total_usage_pct = 1.11
grt_pass1_vias = 111
antenna_found_initial = 0

[synth]
top_area_cell = dfxtp_1
ys_chip_area_um2 = 128
synthCells = 12
area_leaders = dfxtp_1, nor2_1, and3b_2, and2b_2, o21a_1
yosys.stat.seqShare_pct = 62.7
synth_top_flop_cell = dfxtp_1
common_cells = dfxtp_1, nor2_1
top_cell = dfxtp_1
ys_warn_count = 1
yosysUniqueCellTypes = 7
top_area_share_pct = 62.7
ys_async_sr_fraction_pct = 0
netlist_area_um2 = 128
numSynthFlops = 4
syn_area_per_cell_um2 = 10.6
synth-edff-count = 0
ys_cells = 12

[drt]
wl_per_cell_um = 5.05
wirelength_um = 328
via_per_inst = 1.60
drt-pass1-iter-count = 2
drc_errors = 0
diodes = 0
drtIter0Drc = 1
final_antenna_net_count = 0
num_vias = 104

[finish]
reg.largest.list = C_STATE: 4 flops
ff_latch_area_um2 = 81.3
syn_to_final_growth_pct = 92.2
logic_area_um2 = 47.5
largest_register_ffs = 4
fill_cells = 408
final_area_um2 = 245
regMostFlops = C_STATE
final_util_pct = 7.18
drive_above_1_share_pct = 36.8

[worst_setup_path]
start_kind = register
critPathArrivalTime_ns = 0.89
crit_type = reg2out
crit_chain = and2b_2 > clkdlybuf4s15_1
critPathMaxStageDelay_ns = 0.30
rr_worst_depth = 2
endpoint_kind = output port
crit_fanout = 2
cp.required_ns = 0.96
cpMaxStageDelayCell = dfxtp_2

[die]
fp_util_pct = 3.74
chip_area_um2 = 6400
die_x_um = 80
fp.coreArea_um2 = 3420
row_count = 21
die_h_um = 80
pin_count = 4

[sta]
rsz0062_at_grt = no
whs_ns = 0.420
worstMarginPinSlew_ns = 0.188
slew_headroom_pct = 87.4
period_used_pct = 94.2
fin_skew_ns = 0.00119
worst_slack_ns = 0.0694
hold_viol_final = 0
setup_violations = 0
drv_slew = 0
fmax_mhz = 884
period_needed_ns = 1.13

[worst_hold_path]
hp-class = in2reg
min_path_cells = 3

[place]
gp_congestion = 0.611
portBuffers = 3
dpl-instance-area_um2 = 223
pre_cts_ws_ns = -0.388

[cts]
clock_latency_ns = 0.23
cts_max_path_buffers = 2
cts_tree = yes
postCtsHoldBufs = 0
cts.sinks = 4
cts_setup_buffers = 0
htree_num_levels = 1
numCtsBuffers = 3
cts-root-buf = clkbuf_4
clk_pin_slew_worst_paths_ns = 0.04

[pwr]
power.leakage_nw = 0.0897
intPower_mw = 0.264
p_sw_share_pct = 20.2
power_frac_seq_pct = 43.1
pwr-share-comb_pct = 6.2
power_switching_mw = 0.0669
power_density_nw_per_um2 = 1350
irDropWorstVdd_mv = 0.323
pwr-share-clk_pct = 50.7
total_power_mw = 0.331

[status]
outcome = complete, no violations

[job]
warning_count = 25
drv_cap = 0
[worst paths after layout]
path	slack, ns	start	to
hold / removal	0.42	bit_in	C_STATE[2]
setup reg to reg	0.52	C_STATE[3]	C_STATE[0]
hold reg to reg	0.46	C_STATE[2]	C_STATE[1]
setup / recovery	0.07	C_STATE[3]	det_out
[cell families after synthesis]
group | Yosys count | share of synthesized area (%)
AND-OR/OR-AND | 2 | 9.80
flip-flops | 4 | 62.7
AND/OR/NAND/NOR | 6 | 27.4
[power by group through the flow]
stage                 registers [mW]  logic, mW  clock network (mW)
final                          0.142     0.0204               0.168
after global routing           0.143     0.0228               0.185
after CTS                      0.143     0.0205               0.175
[per-stage QoR]
| step | instances | setup TNS [ns] |
|---|---|---|
| global route | 65 | 0 |
| CTS | 65 | 0 |
| global placement | 62 | -0.399 |
| finish | 65 | 0 |
| detailed placement | 62 | -0.388 |
| floorplan | 12 | 0 |
[cells in the final DEF (no fill, tap or decap)]
cell	count
a21oi_1	1
and2b_2	1
and3b_2	1
buf_4	1
clkbuf_4	3
clkdlybuf4s15_1	1
clkdlybuf4s50_1	1
dfxtp_1	3
dfxtp_2	1
dlygate4sd2_1	1
nor2_1	3
nor3_1	1
o21a_1	1
[layout make-up]
class	count	share of cell area, %
timing repair buffer	4	14.8
sequential	4	33.2
multi-input combinational	8	19.4
tap	46	23.5
clock buffer	3	9.18
[critical path, delay by kind of cell, from the launching register on]
family | cells | cell delay, ns
buffers and inverters | 1 | 0.17
AND/OR/NAND/NOR | 1 | 0.19
flip-flops | 1 | 0.30
[repair_timing]
action	in CTS	in global routing
resized	4	0
endpoints found under the hold margin	0	0
setup endpoints to repair	1	0
[per-layer routing]
| layer | vias up | GRT usage [%] | wire length [um] |
|---|---|---|---|
| met5 | - | 0 | 0 |
| met3 | 0 | 1.59 | 50 |
| met4 | 0 | 0.352 | 0 |
| met1 | 46 | 0.997 | 131 |
| met2 | 4 | 1.36 | 147 |
| li1 | 54 | - | - |
No activity file was given, so power comes from the tool's default toggle rates.
