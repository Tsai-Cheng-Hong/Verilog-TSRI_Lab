==> design/flow/design.v <==
module alu(alu_out, accum, data, opcode, zero, clk, reset);
input clk, reset;
input [7:0] accum, data;
input [2:0] opcode;
output [7:0] alu_out;
output zero;
reg [7:0] alu_out;
always@(posedge clk)
begin
  if (reset)  begin
	alu_out = 0;
  end
  else   begin
	case (opcode)
		3'b000 :  alu_out = accum;
		3'b001 :  alu_out = (accum + data);
		3'b010 :  alu_out = (accum - data);
		3'b011 :  alu_out = (accum & data);
		3'b100 :  alu_out = (accum ^ data);
		3'b101 :  alu_out = (accum[7]==0)? accum : ((~accum)+8'b1);
		3'b110 :  alu_out = ~accum + 8'b1;
		3'b111 :  alu_out = data;
		default :  alu_out = 8'b0;
	endcase
  end
end
assign  zero = (accum == 8'b0)? 1'b1 : 0;
endmodule
==> design/flow/run.sh <==
#!/bin/bash
# OpenROAD 26Q1-2900-gdf79404cd8, Yosys 0.63+post, stock flow scripts
make -C /OpenROAD-flow-scripts/flow DESIGN_CONFIG=/design/flow/config.mk WORK_HOME=/design/flow/orfs finish
==> design/flow/config.mk <==
export PLATFORM = sky130hd
export DESIGN_NAME = alu
export DESIGN_NICKNAME = alu
export VERILOG_FILES = /design/flow/design.v
export SDC_FILE = /design/flow/constraint.sdc
export NUM_CORES = 4
export LEC_CHECK = 1
export CORE_AREA = 10 10 111 111
export DIE_AREA = 0 0 121 121
==> design/flow/constraint.sdc <==
current_design alu

set clk_period 5.2
set clk_io_pct 0.2

create_clock -name clk0 -period $clk_period [get_ports {clk}]

set non_clock_inputs [all_inputs -no_clocks]
set_input_delay [expr $clk_period * $clk_io_pct] -clock clk0 $non_clock_inputs
set_output_delay [expr $clk_period * $clk_io_pct] -clock clk0 [all_outputs]
==> results_slide.txt <==
Flow Results at a Glance

Run status
  – Status: finished clean

Worst setup path
  – CP cell instances: clkdlybuf4s50_1 > inv_1 > ha_1 > or3b_1 > nor3_1 > nor3b_1 > clkdlybuf4s50_1
  – CP max stage delay: 0.54 ns
  – Critical path type: primary input to output pin
  – Most used cell, CP: clkdlybuf4s50_1
  – CP Data Arrival Time: between 3 and 4 ns
  – Required time of the critical path: 4.16 ns
  – CP Buf/Inv Count: 3
  – Worst Setup Start Kind: primary input
  – Max stage delay cell, worst path: clkdlybuf4s50_1
  – Crit path capture type: output pin
  – CP top delay family: buffers and inverters
  – Worst-path fanout max: 7

Yosys
  – Post-synth seq share: 0.124
  – #FFs+latches synth: 8
  – Distinct lib cells used: 48
  – Cell Area, Synth: ~0.0013 sq mm
  – Warnings from Yosys: 1
  – Synth Instances: around 160
  – Yosys Instances: ~160
  – Post-synth EDFFs: 0
  – Top FF cell, synth: dfxtp_1
  – Post-synth area from yosys stat: 0.00130 sq mm
  – Ys async rst share: 0
  – Mean Syn Cell Area: 8.10 sq um

Drt
  – Highest routed layer: met4
  – Via density: 4.00
  – Drt pass-1 iters: 4
  – WL final: ~3900 um
  – Met3 WL: about 300 um
  – M1 WL: between 1500 and 2000 um
  – DR iter-0 viols: about 50
  – WL/cell: 12.2 um
  – ANT nets after route: 0
  – Vias: about 1,300
  – # diodes: 0
  – DRC viols: 0
  – Met2 wire length: around 1900 um

Final layout
  – Most frequent cells in the layout: 29 x clkdlybuf4s50_1, 18 x ha_1, 15 x nor2_1
  – Area grow syn2layout: 37.0%
  – Reg area: around 160 sq um
  – Finished Layout Cells: around 320
  – Fillcell total: around 1,100
  – Comb area: 0.00109 sq mm
  – Max reg flops: 8
  – Share of layout cells above drive strength 1: 0.0691
  – Dominant logic cell type in the layout: clkdlybuf4s50_1

Floorplanning
  – Row cnt: 36
  – Pre-Place Util: 0.131
  – Top Ports: 30
  – Die height: ~120 um
  – Die width: 121 um
  – Die area: between 0.01 and 0.015 sq mm
  – Core box area: 0.00986 sq mm

Clock network
  – Postcts setup bufs: 0
  – CTS Root Cell: clkbuf_8
  – Resize count post-CTS: 0
  – Post-CTS Hold Buffers: 0
  – Clock transition at the registers of the reported paths: about 0.040 ns
  – H-tree depth: 1
  – CTS tree: yes
  – CTS buffer count: 3
  – Max Root-Sink Buffers: 2
  – Clk sink count: 8

Timing
  – Setup TNS: 0 ns
  – RSZ-0062 raised after global routing: false
  – Period minus WS final: ~4.4 ns
  – # setup viols final: 0
  – Slew at the pin closest to its max-slew limit: ~0.58 ns
  – Final-report hold violation count: 0
  – Post-layout period usage: 0.843
  – Worst slew margin: 0.608
  – Fin. max-slew vios: 0
  – F_max: about 0.23 GHz

GRT
  – Total Routing Usage GR: 0.0518
  – First-pass GRT wire length: approximately 6300 um
  – Vias in the first global route: about 1,200
  – Remaining Overflow, GRT: 0
  – Antenna violations before repair: 0
  – Largest net degree at the start of global routing: 22

Pwr
  – Leak Pwr: 0.677 nW
  – IR drop worst, VDD: ~55 uV
  – PwrDens: around 160 mW/mm^2

Placed design
  – HPWL Detailed: about 3300 um
  – Placed cell count: roughly 320
  – PortBufs: 29
  – Final GP Congestion: around 0.86

Worst hold path
  – Hold/Removal Path Class: primary input to flop

Job
  – Max Cap Violations: 0
  – Tool warnings: 26
==> final timing paths <==
kind                     start                     to  slack (ns)  cells after the start
worst min-delay path  accum[0]  alu_out[0]$_SDFF_PP0_        1.55                      3
worst max-delay path  accum[1]                   zero        0.82                      7
==> cells in the mapped netlist, types with 3 or more instances <==
library cell  count  area share
ha_1             18        0.17
nor2_1           15       0.043
a21oi_1          14       0.054
mux2i_1          10       0.077
dfxtp_1           8        0.12
o21ai_0           7       0.027
xnor2_1           7       0.047
inv_1             6       0.017
nand2_1           6       0.017
nand3b_1          6       0.035
nor3_1            6       0.023
a21o_1            5       0.029
a31oi_1           5       0.024
a221oi_1          3       0.020
buf_2             3       0.012
xor2_1            3       0.020
==> tightest hold or removal path: stages <==
cell,delay (ns)
clkdlybuf4s50_1,0.48
o21ai_0,0.11
a31oi_1,0.09
==> power by group <==
| group | internal (mW) | total (mW) | switching, mW | leakage, nW |
|---|---|---|---|---|
| clock network | 0.0502 | 0.0750 | 0.0248 | 0.0216 |
| logic | 0.0732 | 0.142 | 0.0691 | 0.589 |
| registers | 0.0683 | 0.0704 | 0.00215 | 0.0663 |
| total | 0.192 | 0.288 | 0.0960 | 0.677 |
==> metal layers <==
metal	track usage	vias up
met4	0.00830	0
met3	0.0123	2
met1	0.0653	594
met2	0.0888	31
li1	-	658
met5	0	-
==> cell families after synthesis <==
group           count (synthesis)  share of synthesized area
simple gates                   51                      0.232
compound gates                 50                      0.265
fa+ha+maj                      19                      0.189
buf+inv                        11                     0.0376
mux                            11                     0.0859
xor+xnor                       10                     0.0676
flops                           8                      0.124
==> metrics by stage <==
stage	utilization	power [mW]	worst slack [ns]	instance area (sq um)	hold slack [ns]
after floorplan	-	0.158	2.16	1300	1.18
after global placement	0.176	0.212	0.781	1730	1.72
after detailed placement	0.176	0.214	0.812	1730	1.72
after CTS	0.180	0.294	0.785	1780	1.54
after global routing	0.180	0.314	0.660	1780	1.58
final	0.180	0.288	0.817	1780	1.55
==> cell type report <==
| cell class | count | area share |
|---|---|---|
| inverter | 6 | 0.0127 |
| timing repair buffer | 30 | 0.168 |
| tap | 133 | 0.0937 |
| clock buffer | 3 | 0.0233 |
| multi-input combinational | 141 | 0.612 |
| sequential | 8 | 0.0902 |
Power is estimated from default activity; no workload was simulated.
